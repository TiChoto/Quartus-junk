`flow/run.sh`:
```
#!/bin/bash
# OpenROAD 26Q1-2900-gdf79404cd8, Yosys 0.63+post, stock flow scripts
make -C /OpenROAD-flow-scripts/flow DESIGN_CONFIG=/design/flow/config.mk WORK_HOME=/design/flow/orfs finish
```
`flow/config.mk`:
```
export PLATFORM = sky130hd
export DESIGN_NAME = gpr_fpga
export DESIGN_NICKNAME = gpr_fpga
export VERILOG_FILES = /design/flow/design.v
export SDC_FILE = /design/flow/constraint.sdc
export NUM_CORES = 4
export LEC_CHECK = 1
export CORE_UTILIZATION = 50
```
`flow/constraint.sdc`:
```
current_design gpr_fpga

set clk_period 6.6
set clk_io_pct 0.2

create_clock -name clk0 -period $clk_period [get_ports {clk}]

set non_clock_inputs [all_inputs -no_clocks]
set_input_delay [expr $clk_period * $clk_io_pct] -clock clk0 $non_clock_inputs
set_output_delay [expr $clk_period * $clk_io_pct] -clock clk0 [all_outputs]
```
`flow/design.v`:
```
module gpr_fpga (
    input clk,                  
    input Sw,                  
    input [4:0] Sa, Sb, Sc,     
    input [31:0] Sin,            
    output reg [31:0] Souta, South,  
    output [7:0] LEDG,           
    output [9:0] LEDR,           
    output [6:0] HEX0, HEX1, HEX2, HEX3  
);
    reg [31:0] regfile [31:0];
    wire [31:0] decSa = (1 << Sa);
    wire [31:0] decSb = (1 << Sb);
    wire [31:0] decSc = (1 << Sc);
    integer i;
    always @(posedge clk) begin
        if (Sw) begin
            for (i = 1; i < 32; i = i + 1) begin  
                if (decSc[i])
                    regfile[i] <= Sin;
            end
            regfile[0] <= 32'b0;  
        end
    end
    always @(*) begin
        Souta = 32'b0;
        South = 32'b0;
        for (i = 0; i < 32; i = i + 1) begin
            if (decSa[i]) Souta = Souta | regfile[i];
            if (decSb[i]) South = South | regfile[i];
        end
    end
    assign LEDG = {Sw, Sa[2:0], Sb[2:0]}; 
    assign LEDR = Souta[9:0];              
    seg7 hex0_display(.in(Souta[3:0]),   .out(HEX0));
    seg7 hex1_display(.in(Souta[7:4]),   .out(HEX1));
    seg7 hex2_display(.in(Souta[11:8]),  .out(HEX2));
    seg7 hex3_display(.in(Souta[15:12]), .out(HEX3));
endmodule
module seg7(input [3:0] in, output reg [6:0] out);
    always @(*) begin
        case (in)
            0: out = 7'b1000000; 1: out = 7'b1111001;
            2: out = 7'b0100100; 3: out = 7'b0110000;
            4: out = 7'b0011001; 5: out = 7'b0010010;
            6: out = 7'b0000010; 7: out = 7'b1111000;
            8: out = 7'b0000000; 9: out = 7'b0010000;
            10: out = 7'b0001000; 11: out = 7'b0000011;
            12: out = 7'b1000110; 13: out = 7'b0100001;
            14: out = 7'b0000110; 15: out = 7'b0001110;
            default: out = 7'b1111111;
        endcase
    end
endmodule
```
==> Changelog: implementation <==
### Changed

* Cells after synthesis at 2956
* 1st-iter DRT viols at 3841
* Wire length on met3 at 46900 um
* Fin. Hold Viols at 0
* CP max stage cell: or3b_2
* Chip Height at 296 um
* Final Slew Violations at 0
* #FFs+latches synth at 992
* Tool Warnings at 45
* Die X at 296 um
* Vias in the first global route at 37100
* Layout cells sized above 1 at 17.7%
* First-pass GRT wire length at 289000 um
* Area share, top type at 69.1%
* Final WL at 215000 um
* Critical Path RT at 5.28 ns
* Row count at 107
* Post-route ant nets at 0
* Leading area contributor after synthesis: edfxtp_1
* FFs w/ async S/R, synth at 0%
* Max-cap viol count at 0
* Global route overflow at 0
* CP Max Fanout at 32
* Crit path from: Sa[0]
* Drt pass-1 iters at 10
* IO Pins at 159
* Worst path cell trace: clkdlybuf4s50_1 > buf_12 > or3b_2 > nor2_4 > buf_4 > a22oi_1 > o21ai_0 > nor4_4 > inv_1 > ha_1 > inv_1 > mux2_2 > mux2i_1 > clkdlybuf4s50_1
* Unrepaired setup endpoints after global routing: false
* Hold/Removal Path Class: in -> reg
* Worst Max-Slew Pin Slew at 1.17 ns
* Instance count on the critical path at 14
* Detailed placer's ending HPWL at 126000 um
* Fin crit period at 6.60 ns
* Post-synth EDFFs at 992
* Max layer used: met5
* Cts bufs inserted at 104
* Total negative slack at 0 ns
* Status: finished clean
* WL met1 at 59400 um
* CP Buf/Inv Count at 6
* FP Core Util at 50.5%
* Biggest regs: regfile (992)
* CTS H-tree lvls at 3
* IO Port Bufs at 157
* Crit. End Element: output pin
* Worst vdd ir at 264 uV
* Yosys warns at 3
* Static leakage at 17.3 nW
* Final setup margin at 0.00433 ns
* Deepest clock path buffer count at 3
* Top delay family on crit path: buffers and inverters
* Distinct lib cells at 71
* Top reg by flops: regfile
* CP Launch Type: input pin
* Max incr delay on CP at 0.62 ns
* Clk root buf: clkbuf_16
* Hold Path End: regfile[3][19]$_DFFE_PP_
* Post-Syn Area per Cell at 14.6 um^2
* Number of flip-flops in the largest register at 992
* Kind of critical path: in -> out
* Met2 wire len at 88400 um
* Ys cells at 2956
* Final setup viols at 0
* CTS sink count at 992
* Synth Cell Area at 43100 um^2
* Die ar. at 87300 um^2
* Peak Freq at 0.152 GHz
* Commonest flop: edfxtp_1
* Seq share, synth at 69.1%
* Power per cell area at 280 nW/um^2
* Gr usage total at 54.8%
* Yosys stat area at 43100 um^2
* Initial antenna violation count at 6
* Hold path cells at 2
* DR vias/cell at 7.78
* Largest net degree at the start of global routing at 33
* Area Overhead vs Synth at 20.3%
* Arr. time, crit path at 5.28 ns
* Via count at 35100
* Clock transition at path regs at 0.06 ns
* DRC viols at 0
* Wirelength per Cell at 47.6 um
* Top cells by area: edfxtp_1 (69%), a22oi_1 (10%), a221oi_1 (2.0%), a22o_1 (2.0%), mux2i_1 (1.5%)
* Post-placement setup slack at -0.0606 ns
* Hold_sp: Sin[19]
* Slew headroom at 22.1%
* Post-layout period usage at 99.9%
* CTS tree: yes
* Core ar. at 85300 um^2
* Hold_buf cts at 0
* Gpl congestion at 1.05
-- per-layer routing --
| metal | up-vias | track usage (%) |
|---|---|---|
| met2 | 4153 | 70.5 |
| met3 | 1204 | 50.7 |
| met5 | - | 13.3 |
| li1 | 13200 | - |
| met1 | 16500 | 56.7 |
| met4 | 53 | 33.4 |
-- placed cells by master, fill, tap and decap left out, types with 50 or more instances in the layout --
cell type          n
nand3_1           97
a22oi_1          601
a222oi_1          50
nor2_4            87
nand2_1          131
buf_4            256
and3_1            54
nand4_1           88
a22o_1           100
clkdlybuf4s50_1  153
clkbuf_16        105
mux2i_1           65
a221oi_1         100
edfxtp_1         992
-- layout make-up --
type	instances	area, um^2
Antenna cell	4	10.0
Fill cell	6233	33500
Multi-Input combinational cell	1707	12900
Inverter	26	100
Tap cell	1144	1430
Clock buffer	120	2680
Sequential cell	992	29800
Clock inverter	72	888
Timing Repair Buffer	442	4050
-- timing repair --
action	CTS	global route
setup buffers	0	5
pin swaps	0	3
endpoints found under the setup margin	5	15
resized	1	6
-- worst max path at each step --
stage,to
6_report,HEX0[3]
4_1_cts,HEX0[3]
5_1_grt,HEX0[3]
-- synth_stat cells (4+ instances only) --
master	count
a2111oi_0	15
a211o_1	5
a21oi_1	17
a221o_1	8
a221oi_1	100
a222oi_1	50
a22o_1	100
a22oi_1	601
a32o_1	7
and2_1	5
and3_1	54
buf_1	15
buf_2	26
buf_4	22
buf_6	6
clkbuf_1	162
edfxtp_1	992
ha_1	24
inv_1	23
mux2_2	13
mux2i_1	65
nand2_1	131
nand2b_1	7
nand3_1	97
nand3b_1	14
nand4_1	88
nor2_1	121
nor2b_1	4
nor3_1	25
nor3b_1	4
nor4_1	15
o21ai_0	7
o22ai_1	9
o32ai_1	10
or3_1	22
or3b_2	13
or4_1	23
-- report_power, final --
| part | switching [mW] | internal, mW | leakage (nW) | total [mW] |
|---|---|---|---|---|
| Sequential | 0.0434 | 7.01 | 8.94 | 7.06 |
| Combinational | 0.724 | 0.526 | 6.67 | 1.25 |
| Clock | 2.58 | 3.63 | 1.74 | 6.21 |
-- metrics by stage --
stage / util, % / area (um^2) / cells / power, mW / hold WS (ns)
after floorplan: - / 43100 / 2956 / 7.62 / 1.42
after global placement: 56.5 / 48200 / 4306 / 8.37 / 2.14
after detailed placement: 56.5 / 48200 / 4306 / 8.38 / 2.15
after CTS: 60.7 / 51800 / 4498 / 14.5 / 1.40
after global routing: 60.8 / 51800 / 4504 / 14.8 / 1.43
final: 60.8 / 51800 / 4507 / 14.5 / 1.41
-- kinds of logic after synthesis --
logic type | Yosys count | synth area share, %
flops | 992 | 69.1
compound gates | 955 | 17.7
simple gates | 645 | 7.93
buf+inv | 257 | 2.62
mux | 78 | 1.85
fa+ha+maj | 24 | 0.697
xor+xnor | 4 | 0.0813
other cells | 1 | 0.00870
No activity file was given, so power comes from the tool's default toggle rates.
