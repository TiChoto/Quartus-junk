$ cat /design/flow/config.mk
export PLATFORM = sky130hd
export DESIGN_NAME = gpr
export DESIGN_NICKNAME = gpr
export VERILOG_FILES = /design/flow/design.v
export SDC_FILE = /design/flow/constraint.sdc
export NUM_CORES = 4
export LEC_CHECK = 1
export CORE_UTILIZATION = 40
$ cat /design/flow/constraint.sdc
current_design gpr

set clk_period 10.5
set clk_io_pct 0.2

create_clock -name clk0 -period $clk_period [get_ports {clk}]

set non_clock_inputs [all_inputs -no_clocks]
set_input_delay [expr $clk_period * $clk_io_pct] -clock clk0 $non_clock_inputs
set_output_delay [expr $clk_period * $clk_io_pct] -clock clk0 [all_outputs]
$ cat /design/flow/design.v
module gpr (
    input clk,
    input Sw,
    input [31:0] Sin,
    input [4:0] Sa, Sb, Sc,
    output reg [31:0] Souta,
    output reg [31:0] Soutb
);
    reg [31:0] regfile [31:0];
    wire [31:0] decSa;
    wire [31:0] decSb;
    wire [31:0] decSc;
    integer i;
    assign decSa = (1 << Sa);
    assign decSb = (1 << Sb);
    assign decSc = (1 << Sc);
    always @(posedge clk) begin
        for (i = 1; i < 32; i = i + 1) begin  
            if (Sw && decSc[i])
                regfile[i] <= Sin;
        end
        regfile[0] <= 32'b0;
    end
    always @(*) begin
        Souta = 32'b0;
        Soutb = 32'b0;
        for (i = 0; i < 32; i = i + 1) begin
            if (decSa[i])
                Souta = Souta | regfile[i]; if (decSb[i])
                                                  Soutb = Soutb | regfile[i]; 
        end
    end
endmodule
$ cat /design/flow/run.sh
#!/bin/bash
# OpenROAD 26Q1-2900-gdf79404cd8, Yosys 0.63+post, stock flow scripts
make -C /OpenROAD-flow-scripts/flow DESIGN_CONFIG=/design/flow/config.mk WORK_HOME=/design/flow/orfs finish
==> impl_metrics.py <==
# Generated from Yosys and OpenROAD reports
metrics = {
    "drt": {
        "drt_iter0_markers": 4358,
        "drt_wl_total_mm": 214,
        "via_count": 35800,
        "ant_nets": 0,
        "post-route-drc-count": 0,
        "vias_per_cell": 7.43,
        "drt-wirelength-per-cell_um": 44.3,
        "first_pass_iters": 9,
    },
    "logic_synthesis": {
        "yosysWarnings": 2,
        "yosysTopAreaCellShare_pct": 68.2,
        "muxShareOfSynthArea_pct": 0.524,
        "topCellsByArea": "edfxtp_1, a22oi_1, nand3_1",
        "synth.cellmix.adderShare_pct": 0,
        "ys.flop_type": "edfxtp_1",
        "topCombFamilyByArea": "simple AND/OR/NAND/NOR gates",
        "synth-seq-cells": 992,
        "ys_sh_xor_pct": 0,
        "top_area_cell": "edfxtp_1",
        "yosys-top-cells-count": "edfxtp_1, nand3_1, a22oi_1",
        "synth.most_common_cell": "edfxtp_1",
        "yosysChipArea_um2": 43700,
        "postSynthSeqShare_pct": 68.2,
        "ys_sh_aoi_pct": 12.8,
        "synth.avg_cell_area_um2": 13.7,
        "synthCells": 3200,
        "edf_count": 992,
        "ys_sh_simple_pct": 15.4,
        "synth_cell_type_count": 62,
        "synth_stat.cells": 3200,
        "synthArstFlopShare_pct": 0,
        "synth_area_um2": 43700,
    },
    "finish": {
        "drive_gt1_share_pct": 13.9,
        "logic_area_um2": 13200,
        "syn_to_final_growth_pct": 16.3,
        "largest_reg_flops": 992,
        "fillers": 9131,
        "final_cells": 4822,
        "regMostFlops": "regfile",
        "reg_top3": "regfile (992)",
        "seq_area_um2": 29800,
    },
    "setup_path": {
        "end_kind": "output pin",
        "crit_chain": "clkdlybuf4s50_1 > buf_4 > and3b_2 > buf_4 > buf_4 > and2_2 > buf_4 > a22oi_1 > nand4_1 > or3_1 > clkdlybuf4s50_1",
        "slowest_stage": "buf_4",
        "crit_start": "Sa[2]",
        "endpoint": "Souta[31]",
        "critPathKind": "in2out",
        "path_depth": 11,
        "arrival_ps": 6530,
        "slowest_delay_ps": 700,
        "critPathBufInv": 6,
        "worst_path_dominant_cell_family": "buffers and inverters",
        "critPathLaunchType": "primary input",
        "crit_top_cell": "buf_4",
        "cp_max_fo": 33,
        "critPathRequiredTime_ps": 8400,
    },
    "placed_design": {
        "dp_cells": 4618,
        "dpl.hpwl_mm": 122,
        "port_buffers": 112,
        "place.gp.congestion": 1.04,
    },
    "sta": {
        "period_needed_ps": 8630,
        "rsz0062_at_grt": "false",
        "whs_ps": 2210,
        "fin_crit_sh_pct": 82.2,
        "setup_violations": 0,
        "timing.final.hold_violations": 0,
        "slew_violations": 0,
        "fin_setup_tns_ps": 0,
        "max_freq_ghz": 0.116,
        "worst-slew-pin-transition_ps": 1090,
        "max_slew_margin_pct": 27.1,
    },
    "power": {
        "p_per_area_nw_per_um2": 176,
        "peakVddDrop_v": 0.000120,
        "p_leak_uw": 0.0167,
    },
    "clock_network": {
        "post_cts_resized": 0,
        "clk_pin_slew_ps": 60,
        "cts_max_path_buffers": 3,
        "cts_tree": "yes",
        "root_buffer": "clkbuf_16",
        "cts_made_buffers": 105,
        "clkSinkCount": 992,
        "post-cts-setup-buffer-count": 0,
        "hold_buffers": 0,
        "cts_max_level": 3,
    },
    "outcome": {
        "status": "finished, final reports clean",
    },
    "global_routing": {
        "grtUsageMet2_pct": 54.4,
        "grt_pass1_vias": 37000,
        "grt_busiest_layer": "met2",
        "grt_first_pass_wirelength_mm": 288,
        "grt_max_degree": 110,
        "grt_use_total_pct": 41.3,
        "use_met1_pct": 42.9,
        "grt.met3_usage_pct": 37.0,
        "overflow": 0,
        "grt_antenna_before_repair": 9,
    },
    "floorplan": {
        "core_area_um2": 108000,
        "chipArea_um2": 111000,
        "fp-utilization_pct": 40.6,
        "rows": 120,
        "io_pins": 113,
        "die-height_um": 333,
        "die_x_um": 333,
    },
    "hold_path": {
        "holdCritPathClass": "in2reg",
    },
    "run": {
        "tool_warnings": 28,
        "cap_violations": 0,
    },
}
## through the flow
stage / total power (µW) / instance area, µm² / utilization, % / worst slack, ps
finish: 8940 / 50800 / 47.2 / 1870
global route: 9090 / 50800 / 47.2 / 1960
CTS: 8900 / 50800 / 47.2 / 2110
detailed placement: 5130 / 47300 / 43.9 / 2110
global placement: 5130 / 47300 / 43.9 / 2200
floorplan: 4730 / 43700 / - / 4700
## worst min-delay path by stage
stage                             end  depth (start not counted)  startpoint  slack, ps
after CTS             regfile[11][20]                          2     Sin[20]       2200
after global routing  regfile[11][20]                          2     Sin[20]       2220
final                 regfile[29][17]                          2     Sin[17]       2210
## power breakdown
group / total [µW] / switching [µW] / internal (µW)
registers: 4430 / 25.1 / 4410
clock network: 3860 / 1620 / 2240
logic: 646 / 448 / 198
total: 8940 / 2090 / 6840
## metal layers
metal | share of wire (%) | routed length [µm]
met3 | 22 | 46400
met2 | 41 | 87400
met1 | 29 | 61400
met4 | 8.2 | 17400
met5 | 0.40 | 861
## final cells by class
type / count / area share, %
Sequential cell: 992 / 58.6
Multi-Input combinational cell: 1918 / 25.9
Clock buffer: 127 / 5.50
Timing Repair Buffer: 300 / 5.00
Tap cell: 1403 / 3.45
Clock inverter: 71 / 1.46
Inverter: 5 / 0.0369
Antenna cell: 6 / 0.0296
## cell families after synthesis
logic type      count (synthesis)
buf+inv                       290
flops                         992
simple gates                 1193
mux                            22
compound gates                703
## cell usage in the layout, fill, tap and decap left out, drive strengths merged, types with 4 or more instances in the layout
master	instances
o21ai	6
a21oi	11
or3b	6
and2	22
buf	191
bufinv	14
a22oi	499
nor3	23
edfxtp	992
nor2	73
nand2b	7
a22o	11
or4	62
diode	6
mux2i	15
nand3b	9
clkdlybuf4s50	109
nor3b	8
mux2	7
o2bb2ai	4
and3	197
clkinvlp	8
nand4	178
clkbuf	127
a221oi	8
nand3	531
a222oi	48
a2111oi	63
nor2b	11
or3	27
inv	10
nand2	20
a32oi	35
clkinv	44
and3b	8
No activity file was given, so power comes from the tool's default toggle rates.
