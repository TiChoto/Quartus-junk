--- ./design.v ---
module spr_ram(
    input clk,                   
    input Sw,                   
    input [4:0] Sa,              
    input [31:0] Sce,            
    input [1023:0] Sdin_flat,     
    input [31:0] Sin,            
    output reg [31:0] Sout       
);
reg [31:0] registers [0:31];
integer i;
always @(posedge clk) begin
    if (Sw) begin
        for (i = 0; i < 32; i = i + 1) begin
            if (Sce[i]) begin
                registers[i] <= Sdin_flat[i*32 +: 32];
            end else begin
                registers[i] <= Sin;
            end
        end
    end
end
always @(*) begin
    Sout = registers[Sa];
end
endmodule
--- ./run.sh ---
#!/bin/bash
# OpenROAD 26Q1-2900-gdf79404cd8, Yosys 0.63+post, stock flow scripts
make -C /OpenROAD-flow-scripts/flow DESIGN_CONFIG=/design/flow/config.mk WORK_HOME=/design/flow/orfs finish
--- ./config.mk ---
export PLATFORM = sky130hd
export DESIGN_NAME = spr_ram
export DESIGN_NICKNAME = spr_ram
export VERILOG_FILES = /design/flow/design.v
export SDC_FILE = /design/flow/constraint.sdc
export NUM_CORES = 4
export LEC_CHECK = 1
export CORE_AREA = 10 10 548 548
export DIE_AREA = 0 0 558 558
--- ./constraint.sdc ---
current_design spr_ram

set clk_period 6.6
set clk_io_pct 0.2

create_clock -name clk0 -period $clk_period [get_ports {clk}]

set non_clock_inputs [all_inputs -no_clocks]
set_input_delay [expr $clk_period * $clk_io_pct] -clock clk0 $non_clock_inputs
set_output_delay [expr $clk_period * $clk_io_pct] -clock clk0 [all_outputs]
==> node_exporter_impl.prom <==
# HELP chip_impl_metric Flow report values
# TYPE chip_impl_metric gauge
chip_impl_info{name="outcome",value="complete, no violations"} 1
chip_impl_metric{name="fin_cells",unit=""} 8399
chip_impl_metric{name="dpl-instance-area",unit="µm²"} 66400
chip_impl_info{name="rsz_0062_raised_after_global_routing",value="false"} 1
chip_impl_metric{name="cts_hold_repair.buffers",unit=""} 0
chip_impl_metric{name="sequentialPowerShare",unit=""} 0.467
chip_impl_metric{name="maxSlewViolCount",unit=""} 0
chip_impl_metric{name="port_buffers",unit=""} 1126
chip_impl_metric{name="max_freq",unit="GHz"} 0.153
chip_impl_metric{name="worst_path_arrival",unit="ps"} 5210
chip_impl_metric{name="core-area",unit="µm²"} 288000
chip_impl_metric{name="synthesis.area",unit="µm²"} 49500
chip_impl_metric{name="ant_nets",unit=""} 0
chip_impl_metric{name="depth_of_the_cts_h_tree",unit=""} 3
chip_impl_info{name="leading_post_synthesis_cells_by_cell_area",value="edfxtp_1, mux2_2, a22oi_1"} 1
chip_impl_metric{name="postCtsSetupRepairBufs",unit=""} 0
chip_impl_metric{name="timing_hold_violations_final",unit=""} 0
chip_impl_metric{name="enable_flop_cells",unit=""} 1024
chip_impl_metric{name="finalPower",unit="mW"} 17.4
chip_impl_metric{name="synth_cells",unit=""} 3338
chip_impl_metric{name="fin_util",unit=""} 0.244
chip_impl_metric{name="asyncSetResetFlopFracSynth",unit=""} 0
chip_impl_metric{name="fin_area",unit="µm²"} 70400
chip_impl_metric{name="drt_drc_violations_left",unit=""} 0
chip_impl_metric{name="routed_wire_length_per_instance",unit="µm"} 41.2
chip_impl_metric{name="worst_ir_drop_vdd",unit="mV"} 0.221
chip_impl_metric{name="synth_sequential_area_ratio",unit=""} 0.622
chip_impl_metric{name="drt_iter0_drc",unit=""} 3236
chip_impl_info{name="synthDominantAreaCellType",value="edfxtp_1"} 1
chip_impl_metric{name="logic_area",unit="µm²"} 17600
chip_impl_metric{name="fp-row-count",unit=""} 197
chip_impl_metric{name="synth.top_cell.area_share",unit=""} 0.622
chip_impl_metric{name="globalplace.congestion",unit=""} 0.937
chip_impl_metric{name="worst-slew-pin-transition",unit="ps"} 1140
chip_impl_info{name="startpoint",value="Sa[1]"} 1
chip_impl_metric{name="grt_max_degree",unit=""} 127
chip_impl_metric{name="area_delta_synth_final",unit="%"} 42.3
chip_impl_metric{name="pin_count",unit=""} 1127
chip_impl_metric{name="grt_antenna_before_repair",unit=""} 207
chip_impl_info{name="most_used_standard_cells_in_the_synthesized_netlist",value="mux2_2, edfxtp_1, a22oi_1"} 1
chip_impl_info{name="tritoncts_clock_tree",value="yes"} 1
chip_impl_info{name="critical_path_class",value="input port to primary output"} 1
chip_impl_metric{name="first_global_vias",unit=""} 40897
chip_impl_metric{name="yosys_warnings",unit=""} 2
chip_impl_metric{name="timing.final.ws_setup",unit="ps"} 65.3
chip_impl_info{name="endpoint",value="Sout[9]"} 1
chip_impl_metric{name="power_per_cell_area",unit="nW/µm²"} 248
chip_impl_metric{name="overflow",unit=""} 0
chip_impl_info{name="critical_path.endpoint_type",value="primary output"} 1
chip_impl_metric{name="drt_first_pass_iters",unit=""} 7
chip_impl_metric{name="final.setup.tns",unit="ps"} 0
chip_impl_metric{name="slowest_delay",unit="ps"} 920
chip_impl_metric{name="grt_first_pass_wirelength",unit="µm"} 431000
chip_impl_metric{name="switching_power",unit="mW"} 4.61
chip_impl_metric{name="leakagePower",unit="nW"} 24.0
chip_impl_metric{name="part_of_the_total_power_dissipated_in_the_clock_network",unit=""} 0.382
chip_impl_metric{name="final_setup_viols",unit=""} 0
chip_impl_info{name="clockRootBuffer",value="clkbuf_16"} 1
chip_impl_metric{name="synth.yosys.chip_area",unit="µm²"} 49500
chip_impl_metric{name="synth.yosys.num_cells",unit=""} 3338
chip_impl_metric{name="intPower",unit="mW"} 12.8
chip_impl_metric{name="cts_buffers",unit=""} 117
chip_impl_metric{name="largest_register_ffs",unit=""} 1024
chip_impl_metric{name="layout-drive-gt1-share",unit=""} 0.328
chip_impl_metric{name="worstPathRequired",unit="ps"} 5280
chip_impl_metric{name="syn_avg_cell_area",unit="µm²"} 14.8
chip_impl_info{name="reg_top3",value="registers (1024)"} 1
chip_impl_metric{name="preCtsSetupSlack",unit="ps"} -292
chip_impl_metric{name="path_max_fanout",unit=""} 14
chip_impl_metric{name="combinationalPowerShare",unit=""} 0.150
chip_impl_metric{name="swShare",unit=""} 0.265
chip_impl_info{name="register_with_the_highest_flop_count",value="registers"} 1
chip_impl_info{name="top_cell",value="mux2_2"} 1
chip_impl_metric{name="die.size.x",unit="µm"} 558
chip_impl_metric{name="ys_seq_elements",unit=""} 1024
chip_impl_metric{name="cts_max_path_bufs",unit=""} 3
chip_impl_info{name="critPathMostFrequentCell",value="clkdlybuf4s50_1"} 1
chip_impl_metric{name="finalClockPeriodUsage",unit=""} 0.990
chip_impl_metric{name="routed_via_density",unit=""} 4.53
chip_impl_info{name="hold_path_class",value="input port to register"} 1
chip_impl_metric{name="max-slew-margin-rel",unit=""} 0.239
chip_impl_metric{name="warnings",unit=""} 42
chip_impl_metric{name="post-place-cells",unit=""} 8111
chip_impl_metric{name="dieHeight",unit="µm"} 558
chip_impl_metric{name="num_vias",unit=""} 38050
chip_impl_metric{name="n_fill_cell",unit=""} 29678
chip_impl_info{name="synth-main-ff-cell",value="edfxtp_1"} 1
chip_impl_info{name="critical_path_slowest_stage_cell",value="clkdlybuf4s50_1"} 1
chip_impl_metric{name="ys_types",unit=""} 43
chip_impl_metric{name="finalWirelength",unit="µm"} 346000
chip_impl_metric{name="grt_use_total",unit=""} 0.221
chip_impl_metric{name="cts.sinks",unit=""} 1024
chip_impl_metric{name="drv.max_cap_violation_count",unit=""} 0
chip_impl_metric{name="fp_util",unit=""} 0.172
chip_impl_metric{name="dieArea",unit="µm²"} 311000
chip_impl_metric{name="holdWs",unit="ps"} 974
chip_impl_metric{name="min_period",unit="ps"} 6530
chip_impl_metric{name="cts_resized",unit=""} 4
chip_impl_info{name="crit_chain",value="clkdlybuf4s50_1 -> buf_4 -> or3b_4 -> nor2_4 -> buf_12 -> a22oi_1 -> nand2_1 -> nor4_2 -> a21oi_1 -> clkdlybuf4s50_1"} 1
chip_impl_metric{name="regArea",unit="µm²"} 30700
chip_impl_metric{name="hpwlAfterDp",unit="µm"} 261000
chip_impl_metric{name="clock_transition_at_the_register_clock_pins_on_the_worst_setup_and_hold_paths_after_cts",unit="ps"} 60
chip_impl_info{name="cp-start-kind",value="input port"} 1
how the worst min path moves through the flow:
stage	from	endpoint	slack, ps	cells after the start
4_1_cts	Sce[6]	registers[6][2]$_DFFE_PP_	890	2
5_1_grt	Sce[6]	registers[6][17]$_DFFE_PP_	920	2
6_report	Sce[6]	registers[6][2]$_DFFE_PP_	970	2
power groups by stage:
stage     sequential [mW]  combinational, mW  clock [mW]
4_1_cts              8.15               2.63        6.80
6_report             8.15               2.62        6.67
5_1_grt              8.19               2.73        7.01
area by class of cell:
cell class,count,area share
flip-flops and latches,1024,0.437
clock buffers,136,0.0426
clock inverters,79,0.0113
well taps,3781,0.0672
multi-input cells,1976,0.250
diodes,73,0.00260
repair buffers,1330,0.190
per-layer routing:
layer / track usage / part of all wire / vias to the layer above
met3: 0.144 / 0.15 / 774
li1: - / - / 15522
met4: 0.0962 / 0.053 / 124
met2: 0.333 / 0.45 / 2862
met5: 0.00320 / 0.0025 / -
met1: 0.246 / 0.35 / 18768
kinds of logic (layout without fill, tap and decap cells):
family	count (synthesis)	in the layout	synth area share
buffers and inverters	338	1545	0.0282
other	0	73	0
muxes	1030	1030	0.234
DFF	1024	1024	0.622
AOI/OAI and AO/OA	521	521	0.0777
and+or+nand+nor	425	425	0.0382
cell usage in the layout, fill, tap and decap left out, types with 6 or more instances in the layout:
cell type,instances
a221oi_1,6
nor4_1,55
clkbuf_1,19
clkinvlp_4,8
clkinv_2,18
diode_2,73
clkinv_1,24
nand3_1,31
nand4_1,7
buf_4,194
edfxtp_1,1024
a22oi_1,456
bufinv_16,10
buf_12,54
mux2_2,1025
a21oi_1,34
nor2_1,38
clkbuf_16,117
nor2_4,31
clkdlybuf4s50_1,1076
nand2_1,238
critical path, delay by kind of cell:
kind            cells  cell delay (ps)
buf+inv             4             1920
compound gates      2              680
simple gates        4             1230
Power and IR drop assume default switching activity.
